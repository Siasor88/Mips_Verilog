==> /design/flow/config.mk <==
export PLATFORM = sky130hd
export DESIGN_NAME = Exe
export DESIGN_NICKNAME = Exe
export VERILOG_FILES = /design/flow/design.v
export SDC_FILE = /design/flow/constraint.sdc
export NUM_CORES = 4
export LEC_CHECK = 1
export CORE_UTILIZATION = 40
==> /design/flow/constraint.sdc <==
current_design Exe

set clk_period 334.0
set clk_io_pct 0.2

create_clock -name clk0 -period $clk_period

set non_clock_inputs [all_inputs -no_clocks]
set_input_delay [expr $clk_period * $clk_io_pct] -clock clk0 $non_clock_inputs
set_output_delay [expr $clk_period * $clk_io_pct] -clock clk0 [all_outputs]
==> /design/flow/design.v <==
module ALU(a, b, alu_control, result, zero, overflow, ishift, shamt);
input [31:0] a;
input [31:0] b;
input [4:0] alu_control, shamt;
input ishift;
output reg [31:0] result;
output reg zero;
output reg overflow;
always @(a or b or alu_control) begin
	overflow = 0;
	zero = 0;
	case (alu_control)
		5'd0: begin
			result = a + b;
			overflow = ~(a[31] ^ b[31]) & (a[31] ^ result[31]);
		end
		5'd1: begin
			result = a - b;
			overflow = (a[31] ^ b[31]) & (a[31] ^ result[31]);
		end
		5'd2: result = a & b;
		5'd3: result = a | b;
		5'd4: result = ~(a | b);
		5'd5: result = a ^ b;
		5'd6: begin
			result = ishift ? b << shamt :b << a;
		end
		5'd7: result = ishift ? b >> shamt : b >> a;
		5'd8: result = ishift ? $signed(b) >>> shamt : $signed(b) >>> a;
		5'd9: begin
			if ($signed(a) < $signed(b)) begin
				result = 1;
				zero = 1;
			end
			else begin
				result = 0;
				zero = 0;
			end
			end
		5'd10: result = a * b;
		5'd11: result = a / b;
		5'd12: result = a;
		5'd13: begin
			if (a[31] == 1'b1 || a == 0) begin
				result = 1;
				zero = 1;
			end
			else begin
				result = 0;
				zero = 0;
			end
			end
		5'd14: begin
			if (a[31] == 1'b0 || a != 0) begin
				result = 1;
				zero = 1;
			end
			else begin
				result = 0;
				zero = 0;
			end
			end
		5'd15: begin
			if (a[31] == 1'b0 || a == 0) begin
				result = 1;
				zero = 1;
			end
			else begin
				result = 0;
				zero = 0;
			end
			end
		5'd17: begin
			result = {b[15:0], 16'b0};
		end
		5'd18: begin  
			if (a == b)
			begin
				zero = 1;
				result = 0;
			end
			else begin
				zero = 0;
				result = 1;
			end
		end
		5'd19: begin  
			if (a != b)
			begin
				zero = 1;
				result = 0;
			end
			else begin
				zero = 0;
				result = 1;
			end
		end
	default:  begin
		result = a;
		if (result == 0) zero = 1;
		else zero = 0;
		overflow = 0;
	end
	endcase
end
endmodule
module ALUControl(alu_op, func, f_format, alu_control, ishift);
input [5:0] alu_op;
input [5:0] func;
input [4:0] f_format;
output reg[4:0] alu_control;
output ishift;
assign ishift = ( !(|func) || (func == 6'b000010) || (func == 6'b000011));
initial $monitor("%d", alu_control);
always @(alu_op or func or f_format) begin
	if (alu_op == 6'b000000) begin  
     		case (func)
        		6'b100110: alu_control = 5'd5;  
        		6'b000000: alu_control = 5'd6;  
        		6'b000100: alu_control = 5'd6;  
        		6'b000010: alu_control = 5'd7;  
        		6'b100010: alu_control = 5'd1;  
        		6'b000110: alu_control = 5'd7;  
        		6'b101010: alu_control = 5'd9;  
        		6'b001100: alu_control = 5'd12;  
        		6'b100011: alu_control = 5'd1;  
        		6'b100101: alu_control = 5'd3;  
        		6'b100111: alu_control = 5'd4;  
        		6'b100001: alu_control = 5'd0;  
        		6'b011000: alu_control = 5'd10;  
        		6'b011010: alu_control = 5'd11;  
        		6'b100100: alu_control = 5'd2;  
        		6'b100000: alu_control = 5'd0;  
        		6'b001000: alu_control = 5'd12;  
        		6'b000011: alu_control = 5'd8;  
        		default: alu_control = 5'd12;
     		endcase
   	end
	else if (alu_op == 6'b010001) begin  
		if (f_format == 5'b10000)
		begin
			case(func)
				6'd0:  alu_control = 5'd16;  
				6'd1:  alu_control = 5'd17;  
				6'd2:  alu_control = 5'd18;  
				6'd3:  alu_control = 5'd19;  
				6'd7:  alu_control = 5'd20;  
				6'd12: alu_control = 5'd21;  
				default: alu_control = 5'd12;
			endcase
		end
		else if (f_format == 5'b10001)
		begin
			case(func)
				6'd0: alu_control = 5'd22;  
				6'd1: alu_control = 5'd23;  
				default: alu_control = 5'd12;
			endcase
		end
		else
			alu_control = 5'd12;
   	end
   	else begin
     		case (alu_op)
        		6'b001000: alu_control = 5'd0;  
        		6'b001001: alu_control = 5'd0;  
        		6'b001100: alu_control = 5'd2;  
        		6'b001110: alu_control = 5'd5;  
        		6'b001101: alu_control = 5'd3;  
        		6'b000100: alu_control = 5'd18;  
       			6'b000101: alu_control = 5'd19;  
        		6'b000110: alu_control = 5'd13;  
        		6'b000111: alu_control = 5'd14;  
        		6'b000001: alu_control = 5'd15;  
        		6'b100011: alu_control = 5'd0;  
        		6'b101011: alu_control = 5'd0;  
        		6'b100000: alu_control = 5'd0;  
        		6'b101000: alu_control = 5'd0;  
        		6'b001010: alu_control = 5'd9;  
        		6'b001111: alu_control = 5'd17;  
        		6'b000010: alu_control = 5'd12;  
        		6'b000011: alu_control = 5'd12;  
        	default: alu_control = 5'd12;
      		endcase
    	end
end
endmodule
module Adder(in1, in2, c_in, c_out, sum);
parameter DATA_LEN = 32;
input [DATA_LEN - 1 : 0] in1, in2;
input c_in;
output [DATA_LEN - 1 : 0] sum;
output c_out;
wire [DATA_LEN : 0] sum_shadow, cin_tmp, in1_tmp, in2_tmp;
assign cin_tmp = {{(DATA_LEN){1'b0}}, c_in};
assign in1_tmp = {in1[31], in1};
assign in2_tmp = {in2[31], in2};
assign sum_shadow = in1_tmp + in2_tmp + cin_tmp;
assign sum = sum_shadow[DATA_LEN - 1 : 0];
assign c_out = sum_shadow[DATA_LEN];
endmodule
module Exe(
    input reg_dst,
    input alu_src,
    input stall,
    input extender,
    input branch,
    input [4:0] shamt,
    input [5:0] func,
    input [4:0] f_format,
    input [5:0] alu_op,
    input [31:0] inst,
    input [31:0] rt_data,
    input [31:0] rs_data,
    input [4:0] rd,
    input [4:0] rt,
    input [4:0] fd,
    input [4:0] ft,
    input [31: 0] adder_pc_out,
    output and_out,
    output [4 : 0] write_reg,
    output [4 : 0] f_write_reg,
    output [31 : 0] alu_result,
	output [4:0] alu_control,
    output [31 : 0] adder_jump_addr_imm
);
parameter REG_LEN = 32;
wire [31:0] alu_in;
wire ishift, zero;
wire[31:0] sign_out;
wire [31:0] jump_addr_imm;
assign jump_addr_imm = sign_out << 2;
and(and_out, zero, branch);
ALU alu(
	.a(rs_data),
	.b(alu_in),
	.alu_control(alu_control),
	.result(alu_result),
	.zero(zero),
	.ishift(ishift),
	.shamt(shamt),
	.overflow()
);
ALUControl aluControl(
	.alu_op(alu_op),
	.func(func),
	.f_format(f_format),
	.alu_control(alu_control),
	.ishift(ishift)
);
Adder adder_jump_and_addr_imm(
	.in1(jump_addr_imm),
	.in2(adder_pc_out),
	.c_in(1'b0),
	.c_out(),
	.sum(adder_jump_addr_imm)
);
MUX #(.INPUT_LEN(5))
mux_reg(
	.in1(rd),
	.in0(rt),
	.out(write_reg),
	.select(reg_dst)
);
MUX #(.INPUT_LEN(5))
f_mux_reg(
	.in1(fd),
	.in0(ft),
	.out(f_write_reg),
	.select(reg_dst)
);
MUX #( .INPUT_LEN(REG_LEN) )
 mux_alu(
	.in1(sign_out),
	.in0(rt_data),
	.out(alu_in),
	.select(alu_src)
);
SignExtender
 signext(
	.in(inst[15:0]),
	.out(sign_out),
	.extend(extender)
);
endmodule
module MUX(in1, in0,out, select);
parameter INPUT_LEN = 32;
input [INPUT_LEN - 1 : 0] in1, in0;
input select;
output [INPUT_LEN - 1 : 0] out;
assign out = select ? in1 : in0;
endmodule
module SignExtender(in, out, extend);
parameter IN_LEN = 16;
parameter OUT_LEN = 32;
input  [IN_LEN - 1 : 0] in;
input extend;
output [OUT_LEN - 1 : 0] out;
assign out = { { (OUT_LEN - IN_LEN) { extend ? in[IN_LEN - 1] : 1'b0} }, in[IN_LEN - 1: 0] };
endmodule
==> /design/flow/run.sh <==
#!/bin/bash
# OpenROAD 26Q1-2900-gdf79404cd8, Yosys 0.63+post, stock flow scripts
make -C /OpenROAD-flow-scripts/flow DESIGN_CONFIG=/design/flow/config.mk WORK_HOME=/design/flow/orfs finish
==> flow_summary.yaml <==
# implementation run metrics
global_route:
  grt_pass1_wl_mm: 405.0
  grt_start_max_net_pins: 59
  grt_use_total_pct: 39.86
  antenna_found_initial: 20
  grt_overflow_total: 0
  grt_pass1_vias: 58512
power:
  power_density_mw_per_mm2: 62.71
  leakagePower_nw: 28.01
  ir_worst_vdd_v: 0.0001244
  finalPower_mw: 3.876
  p_switching_mw: 2.231
  p_sw_share_pct: 57.56
  cellInternalPower_mw: 1.645
final_timing:
  clock.fmax_mhz: 4.496
  finalHoldViolCount: 0
  setup_violations: 0
  rsz0062_at_grt: "false"
  hold-worst-slack_ns: 133.60
  finalCritPeriodShare_pct: 66.59
  worst_pin_slew_ns: 0.9876
  fin_crit_ns: 222.40
  relSlewSlack_pct: 34.16
  finalMaxSlewViolations: 0
  finalSetupTns_ns: 0
cells_and_area:
  fin_cells: 9937
  layout.area.seq_um2: 0
  clkbuf_count: 0
  drive_gt1_share_pct: 6.643
  final_area_mm2: 0.06181
  ff_count: 0
  area_delta_synth_final_pct: 9.495
  nFillCells: 14274
synth:
  yosysCellCount: 7979
  yosys_warnings: 3
  avgSynthCellArea_um2: 7.075
  yosysChipArea_mm2: 0.05645
  synthTopCellsByArea: "ha_1, fa_1, nand2_1"
  synth_cell_types: 122
  synth.cells.most_frequent: "nand2_1, ha_1, nor2_1, inv_1, a21oi_1"
  top_area_share_pct: 17.16
  ys_seq_share_pct: 0
  synth_area_mm2: 0.05645
  top_area_cell: "ha_1"
  synthCells: 7979
  synth.most_common_cell: "nand2_1"
place:
  gp_congestion: 1.104
  dp.cells: 9930
  placed_area_mm2: 0.06179
  place_hpwl_mm: 220.4
  portBuffers: 234
worst_setup_path:
  path_class: "input pin to output port"
  critical_path.top_delay_family: "AND-OR/OR-AND gates"
  crit_slowest_cell: "a221oi_1"
  cp_slowest_stage_delay_ns: 0.97
  endpoint_kind: "output port"
  crit_buf_inv: 26
  crit_top_cell: "ha_1"
  cp.arrival_ns: 155.60
  required_ns: 267.20
  cp_max_fo: 52
  start_kind: "input pin"
hold_path:
  hold_class: "input pin to output port"
  min_path_cells: 0
  worstHoldEndpoint: "adder_jump_addr_imm[0]"
  min_from: "adder_pc_out[0]"
drt:
  wl_per_cell_um: 28.29
  routed_wl_mm: 281.1
  postRouteAntennaNets: 0
  vias: 62199
  drtIter0Drc: 6167
  dr.pass1.iters: 8
  drc: 0
  via_per_inst: 6.259
die:
  floorplanUtilization_pct: 40.41
  die_x_um: 377.7
  io_pins: 255
  row_count: 137
  design.core.area_mm2: 0.1397
  die_y_um: 377.7
  die_area_mm2: 0.1426
flow_run:
  cap_violations: 0
  warnings: 123
run_status:
  status: "complete, no violations"
clock_tree:
  post_cts_resized: 0
  postCtsSetupBuffers: 0
  cts-hold-fix-buffers: 0
## worst max path at each step
stage                       from            end  cells past startpoint
after CTS             rs_data[1]  alu_result[0]                    296
after global routing  rs_data[2]  alu_result[0]                    295
final                 rs_data[1]  alu_result[0]                    296
## layout by cell type (no fill, tap or decap), types with 40 or more instances in the layout
master             n
a21oi_1          568
mux2_2            70
or2_2             40
nand2_1          992
o22ai_1           41
o211ai_1         112
o21ai_0          407
nor2b_1           60
nand4_1           69
inv_1            727
nor2_1           768
a221oi_1          75
and2_1            42
nor3_1           191
buf_4            232
a211oi_1          88
o21bai_1          58
or3_1             80
and3_1            63
fa_1             411
xnor2_1          298
xor2_1           149
a21o_1           170
ha_1             774
mux2i_1           57
o31ai_1           44
o21a_1           149
nand3_1          162
a31oi_1           95
clkdlybuf4s50_1  233
nand2b_1          48
a22oi_1           46
## power groups by stage
stage / sequential (mW) / clock, mW / combinational, mW
CTS: 0 / 0 / 3.84
global route: 0 / 0 / 4.29
## cell families (layout without fill, tap and decap cells)
| logic type | after synthesis | after routing | share of synthesized area (%) |
|---|---|---|---|
| AND/OR/NAND/NOR | 2658 | 2658 | 21.24 |
| AND-OR/OR-AND | 2387 | 2387 | 28.85 |
| adder cells (fa/ha/maj) | 1185 | 1185 | 31.73 |
| buffers and inverters | 1139 | 1214 | 7.764 |
| XOR/XNOR | 449 | 449 | 7.015 |
| multiplexers | 161 | 161 | 3.404 |
| other | 0 | 7 | 0 |
## per-layer routing
layer  track usage [%]  part of all wire [%]  vias up
li1                  -                     -    28743
met1             54.52                    42    29707
met2             57.65                    41     3080
met3             11.79                    10      635
met4             19.37                   6.2       34
met5            0.3774                  0.11        -
## cell type report
cell class | instances | area [um2] | area share, %
Multi-Input combinational cell | 6840 | 52540 | 85.01
Inverter | 747 | 2804 | 4.536
Tap cell | 1876 | 2347 | 3.797
Timing Repair Buffer | 467 | 4099 | 6.631
Antenna cell | 7 | 17.52 | 0.02834
## through the flow
step | utilization, % | setup WS (ns)
global route | 44.23 | 107.50
global placement | 44.23 | 114.45
finish | 44.24 | 111.60
detailed placement | 44.23 | 114.29
CTS | 44.23 | 113.89
floorplan | - | 131.02
Power figures rest on the tool's default switching activity, not on a simulated workload.
