$ cat ./design.v
module MUX(in1, in0,out, select);
parameter INPUT_LEN = 32;
input [INPUT_LEN - 1 : 0] in1, in0;
input select;
output [INPUT_LEN - 1 : 0] out;
assign out = select ? in1 : in0;
endmodule
module WB(
	input f_to_w,
	input w_to_f,
	input jal,
	input mem_to_reg,
	input [4:0] write_reg,
	input [4:0] f_write_reg,
	input [4:0] fs,
	input [4:0] rt,
	input [REG_LEN - 1: 0] adder_pc_out,
	input [REG_LEN - 1: 0] mem_read_data,
	input [REG_LEN - 1: 0] alu_result,
	input [REG_LEN - 1: 0] f_result,
	input [REG_LEN - 1: 0] fs_data,
	input [REG_LEN - 1: 0] rt_data,
	output [4:0] rd_in,
	output [4:0] fd_in,
	output [REG_LEN - 1: 0] f_write_data,
	output [REG_LEN - 1: 0] write_data
);
parameter REG_LEN = 32;
wire [REG_LEN - 1: 0] mem_or_alu, pre_write_data;
wire [4:0] pre_rd_in, pre_fd_in;
MUX #( .INPUT_LEN(REG_LEN) )
 mux_pc_jal(
	.in1(adder_pc_out),
	.in0(mem_or_alu),
	.out(pre_write_data),
	.select(jal)
);
MUX #( .INPUT_LEN(REG_LEN) )
 mux_f_to_w(
	.in1(fs_data),
	.in0(pre_write_data),
	.out(write_data),
	.select(f_to_w)
);
MUX #( .INPUT_LEN(REG_LEN) )
 mux_w_to_f(
	.in1(rt_data),
	.in0(f_result),
	.out(f_write_data),
	.select(w_to_f)
);
MUX #( .INPUT_LEN(32) )
 mux_mem(
	.in1(mem_read_data),
	.in0(alu_result),
	.out(mem_or_alu),
	.select(mem_to_reg)
);
MUX #(.INPUT_LEN(5))
mux_jal0(
	.in1(5'b11111),
	.in0(write_reg),
	.out(pre_rd_in),
	.select(jal)
);
MUX #(.INPUT_LEN(5))
mux_jal1(
	.in1(rt),
	.in0(pre_rd_in),
	.out(rd_in),
	.select(f_to_w)
);
MUX #(.INPUT_LEN(5))
ah(
	.in1(fs),
	.in0(f_write_reg),
	.out(fd_in),
	.select(w_to_f)
);
endmodule
$ cat ./run.sh
#!/bin/bash
# OpenROAD 26Q1-2900-gdf79404cd8, Yosys 0.63+post, stock flow scripts
make -C /OpenROAD-flow-scripts/flow DESIGN_CONFIG=/design/flow/config.mk WORK_HOME=/design/flow/orfs finish
$ cat ./config.mk
export PLATFORM = sky130hd
export DESIGN_NAME = WB
export DESIGN_NICKNAME = WB
export VERILOG_FILES = /design/flow/design.v
export SDC_FILE = /design/flow/constraint.sdc
export NUM_CORES = 4
export LEC_CHECK = 1
export CORE_AREA = 10 10 119 119
export DIE_AREA = 0 0 129 129
$ cat ./constraint.sdc
current_design WB

set clk_period 1.2
set clk_io_pct 0.2

create_clock -name clk0 -period $clk_period

set non_clock_inputs [all_inputs -no_clocks]
set_input_delay [expr $clk_period * $clk_io_pct] -clock clk0 $non_clock_inputs
set_output_delay [expr $clk_period * $clk_io_pct] -clock clk0 [all_outputs]
==> impl_metrics.yaml <==
# synthesis and place-and-route metrics
worst_setup_path:
  critPathTopFamily: "buffers and inverters"
  cp-start-kind: "input port"
  critical_path.max_stage_delay_ns: 0.23
  crit_type: "input port to primary output"
  worstPathMaxFanout: 35
  crit_chain: "buf_8 -> buf_4 -> nor2b_1 -> a211oi_2 -> buf_2"
  crit_path_top_delay_cell: "buf_4"
  worst-path-buf-inv: 3
  critPathRequiredTime_ns: 0.96
  worst_ep_arrival_time_ns: 1.09
  critPathCaptureType: "primary output"
pwr:
  p_seq_frac: 0
  net_switching_fraction_of_the_power: 0.3105
  combPwrFrac: 1.000
  power.net_switching_uw: 552.1
  finalPower_mw: 1.778
  power.static_leakage_nw: 2.659
  pwr-share-clk: 0
  p_int_mw: 1.226
  power.density_cell_area_mw_per_mm2: 330.5
  vdd_ir_drop_max_v: 0.0001477
place:
  port_buffer_count: 290
  pre_cts_slack_ns: -0.8762
  detail_placement_hpwl_um: 11750
  placed_cells: 629
  gp_congestion: 0.8511
final_timing:
  tightest_slew_ns: 0.3338
  finalWorstPathRequiredPeriod_ns: 1.325
  finalClockPeriodUsage: 1.104
  timing.final.ws_setup_ns: -0.1251
  setup_violations: 72
  unrepaired_setup_endpoints_after_global_routing: "yes"
  worst_slew_margin_rel: 0.7775
  hold_violations: 0
  finalMaxSlewViolations: 0
  fmaxAchievable_ghz: 0.7547
floorplan:
  die-area_mm2: 0.01664
  vertical_die_dimension_um: 129
  fp-row-count: 39
  fp_util: 0.1600
  die_w_um: 129
  fp.coreArea_mm2: 0.01152
  io_pins: 290
drt:
  drt_first_iter_violations: 44
  remaining_drc_errors: 0
  routed_wl_um: 15010
  remaining_antenna_violation_count: 0
  detail_route.first_pass.iterations: 4
  viasPerCell: 4.390
  vias: 2893
  dr_wl_cell_um: 22.77
layout:
  layout_top_cell: "dlygate4sd2_1"
  count_of_clock_net_buffers_in_the_final_layout: 0
  sequential_cell_total: 0
  fin_util: 0.4671
  areaGrowthSynthToFinish_pct: 191.9
  drive_above_1_share: 0.3957
  final_cell_count_no_fill: 659
  regArea_um2: 0
  most-common-layout-cells: "dlygate4sd2_1 (101), clkdlybuf4s50_1 (74), buf_2 (46)"
synthesis:
  synth_cell_type_count: 15
  yosysChipArea_mm2: 0.001843
  synthesis.area_mm2: 0.001843
  yosysWarnings: 0
  postSynthAreaPerCell_um2: 9.034
  synthesis.instances: 204
  synth.yosys.seq_area_share: 0
  synth_stat.cells: 204
flow_run:
  openroad.warnings: 34
  drv.max_cap_violation_count: 0
min_path:
  min_path_type: "input port to primary output"
clocking:
  ctsHoldBuffers: 0
outcome:
  violations: "negative setup slack"
  status: "complete, but fails checks"
global_routing:
  grt_max_degree: 36
  globalRouteOverflowTotal: 0
  grt_use_total: 0.1585
  grt_first_pass_wirelength_um: 19890
  grt_antenna_before_repair: 13
  grt_pass1_vias: 3085
==> path summary, 6_finish.rpt <==
check	from	endpoint	cells after the start
setup / recovery	f_to_w	write_data[31]	5
hold / removal	fs[2]	fd_in[2]	3
==> routing by layer <==
metal | wire length [um] | up-vias | GRT usage
met4 | 133 | 4 | 0.02007
li1 | - | 1385 | -
met2 | 7669 | 195 | 0.2955
met5 | 40 | - | 0
met1 | 5228 | 1295 | 0.1585
met3 | 1934 | 14 | 0.07917
==> layout make-up <==
class              count  area (um2)
fillers             1054        6137
repair buffers       327        3293
multi-input cells    181        1887
well taps            143       178.9
diodes                 8       20.02
==> power by group through the flow <==
stage           clock, mW  combinational [mW]  sequential (mW)
CTS                     0                1.76                0
global route  0.000000558                1.90                0
finish        0.000000894                1.78                0
==> cell usage after synthesis <==
| master | count | area (um2) |
|---|---|---|
| clkbuf_1 | 3 | 11.26 |
| buf_12 | 3 | 60.06 |
| mux2i_1 | 32 | 320.3 |
| o21ai_0 | 5 | 25.02 |
| nor3b_1 | 32 | 240.2 |
| nor2b_1 | 32 | 200.2 |
| a211oi_2 | 30 | 375.4 |
| buf_4 | 5 | 37.54 |
| mux2_2 | 37 | 416.7 |
| buf_2 | 6 | 30.03 |
| nand2_1 | 5 | 18.77 |
| a211oi_1 | 2 | 15.01 |
| nor2_1 | 5 | 18.77 |
| nor2_2 | 1 | 6.260 |
| buf_6 | 6 | 67.56 |
==> cell families after synthesis <==
| kind of cell | Yosys count | share of synthesized area |
|---|---|---|
| multiplexers | 69 | 0.3999 |
| AND-OR/OR-AND | 37 | 0.2254 |
| AND/OR/NAND/NOR | 75 | 0.2627 |
| buffers and inverters | 23 | 0.1120 |
==> through the flow <==
step	cell area [um2]	hold WS, ns	setup TNS (ns)
6_report	5379	0.7860	-6.209
5_1_grt	5371	0.8013	-8.331
4_1_cts	5149	0.8775	-7.086
3_5_place_dp	4901	1.343	-60.55
3_3_place_gp	4901	1.351	-60.17
2_1_floorplan	1843	0.5323	0
==> repair_timing <==
item,CTS,global route
gates cloned,9,2
gates resized,456,57
buffers inserted,14,1
pin swaps,26,20
endpoints found under the setup margin,74,73
Power is estimated from default activity; no workload was simulated.
