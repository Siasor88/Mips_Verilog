==> design/flow/design.v <==
module Adder(in1, in2, c_in, c_out, sum);
parameter DATA_LEN = 32;
input [DATA_LEN - 1 : 0] in1, in2;
input c_in;
output [DATA_LEN - 1 : 0] sum;
output c_out;
wire [DATA_LEN : 0] sum_shadow, cin_tmp, in1_tmp, in2_tmp;
assign cin_tmp = {{(DATA_LEN){1'b0}}, c_in};
assign in1_tmp = {in1[31], in1};
assign in2_tmp = {in2[31], in2};
assign sum_shadow = in1_tmp + in2_tmp + cin_tmp;
assign sum = sum_shadow[DATA_LEN - 1 : 0];
assign c_out = sum_shadow[DATA_LEN];
endmodule
module IF(
    input jump,
    input branch,
    input and_out,
    input jr_select,
    input stall,
    input clk,
	input [25: 0] mem_addr_im,
    input [REG_LEN - 1: 0] rs_data,
    input [REG_LEN - 1: 0] adder_jump_addr_imm,
    output [REG_LEN - 1: 0] inst_addr,
    output [REG_LEN - 1: 0] adder_pc_out
);
parameter REG_LEN = 32;
wire [REG_LEN - 1: 0]
	mux_jump_addr_imm,
	pc_in,
    jmp_addr,
    mux_jr_in0;
wire [27:0] mem_addr_im_times_4;
assign mem_addr_im_times_4 = {mem_addr_im, 2'b0};
assign jmp_addr = { inst_addr[31:28] , mem_addr_im_times_4};
PC pcr(.in(pc_in), .out(inst_addr), .clk(clk), .stall(stall));
Adder adder_pc(
	.in1(inst_addr),
	.in2(32'd4),
	.c_in(1'b0),
	.c_out(),
	.sum(adder_pc_out)
);
MUX #( .INPUT_LEN(REG_LEN) )
 mux_shafal(
	.in0(adder_pc_out),
	.in1(adder_jump_addr_imm),
	.out(mux_jump_addr_imm),
	.select(and_out)
);
MUX #( .INPUT_LEN(REG_LEN) )
 mux_pc(
	.in1(jmp_addr),
	.in0(mux_jump_addr_imm),
	.out(mux_jr_in0),
	.select(jump)
);
MUX #( .INPUT_LEN(REG_LEN) )
	mux_jr(
		.in0(mux_jr_in0),
		.in1(rs_data),
		.out(pc_in),
		.select(jr_select)
	);
endmodule
module MUX(in1, in0,out, select);
parameter INPUT_LEN = 32;
input [INPUT_LEN - 1 : 0] in1, in0;
input select;
output [INPUT_LEN - 1 : 0] out;
assign out = select ? in1 : in0;
endmodule
module PC(in, out, clk, stall);
input [31:0] in;
input clk;
input stall;
output [31:0] out;
reg [31:0] out;
initial out = -4;
always @(posedge clk) begin
    if (!stall)
         out <= in;
end
endmodule
==> design/flow/run.sh <==
#!/bin/bash
# OpenROAD 26Q1-2900-gdf79404cd8, Yosys 0.63+post, stock flow scripts
make -C /OpenROAD-flow-scripts/flow DESIGN_CONFIG=/design/flow/config.mk WORK_HOME=/design/flow/orfs finish
==> design/flow/config.mk <==
export PLATFORM = sky130hd
export DESIGN_NAME = IF
export DESIGN_NICKNAME = IF
export VERILOG_FILES = /design/flow/design.v
export SDC_FILE = /design/flow/constraint.sdc
export NUM_CORES = 4
export LEC_CHECK = 1
export CORE_UTILIZATION = 30
==> design/flow/constraint.sdc <==
current_design IF

set clk_period 6.4
set clk_io_pct 0.2

create_clock -name clk0 -period $clk_period [get_ports {clk}]

set non_clock_inputs [all_inputs -no_clocks]
set_input_delay [expr $clk_period * $clk_io_pct] -clock clk0 $non_clock_inputs
set_output_delay [expr $clk_period * $clk_io_pct] -clock clk0 [all_outputs]
==> flow_metrics.tcl <==
# yosys + openroad results
set metrics [dict create \
    status "finished, final reports clean" \
    cpPeakStageDelay_ns 0.60 \
    synth_cells 250 \
    drive_gt1_share_pct 5.46 \
    ant_nets 0 \
    cp-end-kind "output pin" \
    core_um2 7730 \
    comb_power_share_pct 32.2 \
    ys_seq_share_pct 40.2 \
    clkSlewWorstSetupHoldPaths_ns 0.06 \
    synth_flops 32 \
    cts_num_sinks 32 \
    clock_skew_ns 0.00423 \
    top_area_cell "edfxtp_1" \
    initial_core_util_pct 30.9 \
    yosys_warnings 1 \
    finalSetupViolCount 0 \
    finalMaxSlewViolations 0 \
    switching_share_pct 25.2 \
    path_class "flip-flop to output pin" \
    largest_register_ffs 32 \
    cts_made_buffers 5 \
    grt_max_degree 56 \
    cp_slowest_cell "nor4_4" \
    p_int_w 0.000466 \
    holdBufCountCts 0 \
    post_cts_buffers 0 \
    vias_per_cell 5.05 \
    drc_errors 0 \
    yosys_area_um2 2390 \
    reg_top3 "pcr.out x32" \
    drt_iter0_drc 104 \
    grt_pass1_wl_um 12500 \
    topCellsByArea "edfxtp_1, xnor2_1, a221o_1, a22oi_1, nor2_1" \
    period_minus_slack_ns 3.86 \
    diodes 0 \
    maxSlewHeadroom_pct 38.2 \
    cts_root_buffer "clkbuf_8" \
    chipArea_um2 8320 \
    leakage_nw 1.48 \
    arrival_ns 2.58 \
    crit_family "simple AND/OR/NAND/NOR gates" \
    pwr-share-clk_pct 24.1 \
    die_width_um 91.2 \
    yosysCellCount 250 \
    ctsResizeCount 0 \
    stdcell_area_um2 4130 \
    powerDensity_nw_per_um2 151 \
    required_ns 5.12 \
    wl_per_cell_um 16.1 \
    cp_max_fo 7 \
    holdCritPathClass "flip-flop to flip-flop" \
    hpwlAfterDp_um 5970 \
    finalSetupTns_ns 0 \
    start_kind "flip-flop" \
    path_cells "nand3_2 -> nor4_4 -> nand4_1 -> xnor2_1 -> clkdlybuf4s50_1" \
    grt_pass1_vias 2446 \
    dp_slack_ns 2.66 \
    max_freq_mhz 259 \
    warnings 26 \
    htree_levels 2 \
    firstDrtPassIters 6 \
    portBuffers 158 \
    wl_um 8130 \
    die_h_um 91.2 \
    ir_drop_mv 0.0746 \
    cts_tree "done" \
    gp_congestion 0.803 \
    finalCritPeriodShare_pct 60.3 \
    seq_power_share_pct 43.7 \
    rows 32 \
    place_area_um2 4050 \
    synth.avg_cell_area_um2 9.55 \
    netlist_area_um2 2390 \
    p_sw_w 0.000157 \
    setup_slack_ns 2.54 \
    clkLatencyLatePin_ns 0.28 \
    grt-ovfl-total 0 \
    antenna_found_initial 0 \
    ios 160 \
    regMostFlops "pcr.out" \
    hold_viol_final 0 \
    worst_pin_slew_ns 0.922 \
    area_growth_pct 72.8 \
    top_area_share_pct 40.2 \
    vias 2551 \
    rsz0062_at_grt "false" \
    gr-usage-all-layers_pct 20.0 \
    synth_cell_types 40 \
    critPathBufInv 1 \
    clockBufferDepth 2 \
    cap_violations 0 \
]
metal layers:
| layer | track usage, % | vias to the layer above | part of all wire, % |
|---|---|---|---|
| met4 | 2.65 | 0 | 1.5 |
| li1 | - | 1258 | - |
| met1 | 29.8 | 1181 | 47 |
| met2 | 31.9 | 100 | 45 |
| met5 | 0 | - | 0 |
| met3 | 4.25 | 12 | 6.5 |
worst min-delay path, delay by kind of cell (launching register included):
family	cells	cell delay [ns]
flops	1	0.37
xor+xnor	1	0.17
compound gates	1	0.12
cell type report:
class	instances	area [µm²]
clock buffers	7	76.3
clock inverters	1	3.75
fillers	705	3600
inverters	10	37.5
multi-input cells	190	1310
flip-flops and latches	32	961
well taps	102	128
repair buffers	163	1610
path summary, 6_finish.rpt:
check                         from                     to  slack (ns)  depth (start not counted)
max           pcr.out[4]$_DFFE_PN_       adder_pc_out[31]        2.54                          5
min reg2reg  pcr.out[31]$_DFFE_PP_  pcr.out[31]$_DFFE_PP_        0.76                          2
min          pcr.out[31]$_DFFE_PP_  pcr.out[31]$_DFFE_PP_        0.76                          2
max reg2reg   pcr.out[4]$_DFFE_PN_  pcr.out[25]$_DFFE_PN_        4.16                          5
synth_stat cells (all sizes together):
library cell / count
and3: 4
nand4: 11
o211ai: 1
o2bb2ai: 4
nor2b: 2
nor4: 2
o31ai: 3
a21oi: 11
nor2: 29
edfxtp: 32
o21ai: 7
a2bb2oi: 2
mux2i: 6
xor2: 5
a22oi: 16
o22ai: 3
and4: 1
nand2: 17
buf: 6
a222oi: 1
a31o: 1
a221o: 16
nor3b: 1
o21ba: 2
xnor2: 23
inv: 10
ha: 1
nor3: 6
nand3: 13
a221oi: 1
clkbuf: 12
o21a: 1
kinds of logic after synthesis:
logic type / after synthesis / share of synthesized area (%)
and+or+nand+nor: 86 / 18.7
AOI/OAI and AO/OA: 69 / 22.1
DFF: 32 / 40.2
xor gates and xnor gates: 28 / 10.6
buffers and inverters: 28 / 5.34
muxes: 6 / 2.51
adders and majority gates: 1 / 0.524
cells in the final DEF, fill, tap and decap left out, drive strengths merged, types with 2 or more instances in the layout:
cell           netlist  final
a21oi               11     11
a221o               16     16
a22oi               16     16
a2bb2oi              2      2
and3                 4      4
buf                  6      6
clkbuf              12      7
clkdlybuf4s50        0    157
edfxtp              32     32
inv                 10     10
mux2i                6      6
nand2               17     17
nand3               13     13
nand4               11     11
nor2                29     29
nor2b                2      2
nor3                 6      6
nor4                 2      2
o21ai                7      7
o21ba                2      2
o22ai                3      3
o2bb2ai              4      4
o31ai                3      3
xnor2               23     23
xor2                 5      5
power by group through the flow:
stage	clock network, W	registers (W)	logic [W]
4_1_cts	0.000157	0.000272	0.000204
5_1_grt	0.000163	0.000275	0.000219
6_report	0.000150	0.000272	0.000201
through the flow:
stage	hold WS (ns)	power (W)	utilization, %	cells
6_report	0.761	0.000623	53.4	505
2_1_floorplan	0.630	0.000339	-	250
3_5_place_dp	0.747	0.000479	52.4	497
5_1_grt	0.786	0.000657	53.4	505
3_3_place_gp	0.741	0.000479	52.4	497
4_1_cts	0.772	0.000633	53.4	505
Power is estimated from default activity; no workload was simulated.
